==> design.v <==
module input_debouncer(
    input clk,          
    input rst,        
    input noisy_signal,  
    output reg stable_signal  
);
parameter DEBOUNCE_TIME = 50000;
reg [19:0] counter;  
always @(posedge clk or negedge rst) begin
    if (!rst) begin
        counter <= 0;
        stable_signal <= 0;
    end 
    else begin
        if (noisy_signal == stable_signal) begin
            counter <= 0;
        end else begin
            if (counter < DEBOUNCE_TIME) begin
                counter <= counter + 1;
            end else begin
                stable_signal <= noisy_signal;
            end
        end
    end
end
endmodule
==> run.sh <==
#!/bin/bash
# OpenROAD 26Q1-2900-gdf79404cd8, Yosys 0.63+post, stock flow scripts
make -C /OpenROAD-flow-scripts/flow DESIGN_CONFIG=/design/flow/config.mk WORK_HOME=/design/flow/orfs finish
==> config.mk <==
export PLATFORM = sky130hd
export DESIGN_NAME = input_debouncer
export DESIGN_NICKNAME = input_debouncer
export VERILOG_FILES = /design/flow/design.v
export SDC_FILE = /design/flow/constraint.sdc
export NUM_CORES = 4
export LEC_CHECK = 1
export CORE_AREA = 10 10 93 93
export DIE_AREA = 0 0 103 103
==> constraint.sdc <==
current_design input_debouncer

set clk_period 2.7
set clk_io_pct 0.2

create_clock -name clk0 -period $clk_period [get_ports {clk}]

set non_clock_inputs [all_inputs -no_clocks]
set_input_delay [expr $clk_period * $clk_io_pct] -clock clk0 $non_clock_inputs
set_output_delay [expr $clk_period * $clk_io_pct] -clock clk0 [all_outputs]
==> results_slide.txt <==
Run Summary

Yosys
  – Mapped Cells: 116
  – Main synth FF type: dfrtp_1
  – Post-synth seq share: 47.7%
  – Ys async rst share: 100%
  – Netlist Area Pre-Place: 0.00110 mm^2
  – Yosys reg bits: 21
  – Yosys Chip Area: 0.00110 mm^2
  – Synth warnings: 1
  – EDFF count, synth: 0
  – Yosys cell count: 116
  – Unique masters post-synth: 28
  – Mapped Avg Cell Area: 9.49 um^2

Die
  – Die area: 0.0106 mm^2
  – Die Width: 103 um
  – Die H: 103 um
  – Init Core Util: 16.3%
  – # rows: 30
  – Core box area: 0.00676 mm^2
  – IO Pins: 4

Placed design
  – Placer Congestion: 0.817
  – I/O Buffers: 3
  – Final HPWL DP: 1430 um

Final timing
  – Slew headroom: 63.6%
  – Final Cycle Share: 74.5%
  – Clock skew: 0.00428 ns
  – Highest clock rate: 497 MHz
  – # setup viols final: 0
  – Post-layout minimum cycle time: 2.01 ns
  – Worst-Margin Slew: 0.541 ns
  – Final Slew Violations: 0
  – Hold Fails Final Rpt: 0
  – RSZ-0062 raised after global routing: false
  – Setup total negative slack: 0 ns

Pwr
  – Worst IR Drop VDD: 0.219 mV
  – Power density over the cells: 463 mW/mm^2
  – Tot Pwr: 596 uW
  – Leak Pwr: 0.000478 uW

Outcome
  – Outcome: completed

Worst setup path
  – Critical path class: flip-flop to flip-flop
  – Most Frequent Cell on Critical Path: or4_1
  – Largest stage delay, worst path: 0.60 ns
  – Crit Path Max Fanout: 7
  – CP bufs+invs: 0
  – CP Data Arrival Time: 2.20 ns
  – R2R depth: 4
  – CP Launch Type: flip-flop
  – Capturing point of the worst reg2reg path: counter[11]
  – Critical path capture point type: flip-flop
  – CP delay by family, top: simple AND/OR/NAND/NOR gates
  – Worst endpoint required time: 2.89 ns
  – Critical Path Slowest Stage Cell: or4_1
  – Crit-path cells: and4_1 -> or4_1 -> or4_1 -> a21oi_1
  – Reg2reg setup slack: 0.69 ns
  – R2R Path Start: counter[9]

Clock network
  – Hold_buf cts: 0
  – CTS tree: yes
  – CTS max path bufs: 2
  – CTS buffer count: 3
  – Post-CTS Setup Inserts: 0
  – H-tree Lvls: 1
  – Root buf cell: clkbuf_8
  – Clock Sinks: 21
  – Skew-Pair Late Insertion Delay: 0.26 ns
  – CTS resizes: 0
  – Clk slew on worst S/H paths: 0.08 ns

Routing
  – ANT cells: 0
  – Initial DRC Count: 33
  – Routed WL per cell: 10.5 um
  – Number of remaining DRC errors: 0
  – Total Wirelength: 2110 um
  – Via count: 904
  – Post-DRT Antenna Nets: 0
  – Vias/cell: 4.50
  – First-pass DRT Iterations: 4

Final layout
  – FILL cells: 749
  – Syn-to-layout area delta: 16.8%
  – Fraction of layout cells with a size suffix above 1: 9.09%

GRT
  – Initial antenna violation count: 0
  – Largest net degree at the start of global routing: 23
  – Vias in the first global route: 840
  – GRT Total Usage: 4.19%
  – First-pass GRT wire length: 3800 um
  – GR Overflow Total: 0

Hold path
  – Critical hold path startpoint: counter[18]
  – Hold Crit Class: flip-flop to flip-flop
  – Worst Hold Path EP: counter[18]
  – Hold Crit Depth: 1

Flow run
  – Log Warnings: 25
  – Max_cap viols: 0
layer usage:
layer | share of wire, % | track usage (%)
met1 | 52 | 6.14
met2 | 45 | 6.48
met3 | 3.3 | 0.880
met4 | 0 | 0.321
met5 | 0 | 0
cells by family after synthesis:
kind of cell	after synthesis	share of synthesized area, %
flops	21	47.7
xor+xnor	2	1.59
mux	4	3.75
buf+inv	8	2.84
fa+ha+maj	1	1.14
compound gates	30	17.2
simple gates	50	25.8
area by class of cell:
type / instances / area [um^2] / share of cell area (%)
multi-input cells: 87 / 544 / 42.3
flip-flops and latches: 21 / 526 / 40.9
well taps: 80 / 100 / 7.78
repair buffers: 7 / 60.1 / 4.67
clock buffers: 3 / 41.3 / 3.21
clock inverters: 1 / 7.51 / 0.584
inverters: 2 / 7.51 / 0.584
registers in the layout, indices dropped and copies added, names as in the netlist:
| register | cells |
|---|---|
| stable_signal | 1 |
| counter | 20 |
power by group:
group | total [uW] | switching (uW) | leakage, uW | internal (uW)
combinational | 50.7 | 29.2 | 0.000168 | 21.5
clock | 212 | 107 | 0.0000217 | 104
sequential | 333 | 11.3 | 0.000289 | 322
worst reg2reg max path, stage by stage, from the launching register on:
cell     delay, ns
dfrtp_1       0.44
and4_1        0.24
or4_1         0.60
or4_1         0.50
a21oi_1       0.15
synthesized netlist by cell type, drive strengths merged (2+ instances only):
cell | count | area, um^2
dfrtp | 21 | 526
nand2 | 12 | 45.0
a21oi | 10 | 50.1
nand3 | 9 | 50.1
or4 | 9 | 67.6
o31ai | 7 | 52.6
nor4 | 6 | 37.5
clkbuf | 5 | 18.8
o21ai | 5 | 25.0
and2 | 4 | 25.0
o21a | 4 | 30.0
mux2i | 3 | 30.0
nand2b | 3 | 18.8
nor2 | 3 | 11.3
a31oi | 2 | 12.5
and4 | 2 | 17.5
inv | 2 | 7.51
through the flow:
stage               instances  setup WS (ns)  utilization, %  area, um^2  hold slack [ns]
finish                    201          0.689            19.0        1290            0.492
detailed placement        197          0.720            18.3        1240            0.472
floorplan                 116          0.816               -        1100            0.244
global placement          197          0.755            18.3        1240            0.472
CTS                       201          0.694            19.0        1290            0.497
global route              201          0.549            19.0        1290            0.530
layout by cell type (no fill, tap or decap), types with 3 or more instances in the layout:
cell	synthesis	final
dfrtp_1	21	21
nand2_1	12	12
a21oi_1	10	10
or4_1	9	9
nand3_1	8	8
o31ai_1	7	7
nor4_1	6	6
and2_1	4	4
o21a_1	4	4
o21ai_0	4	4
buf_4	0	4
nor2_1	3	3
nand2b_1	3	3
mux2i_1	3	3
clkbuf_8	0	3
clkdlybuf4s50_1	0	3
worst max path at each step:
stage	from	to	slack (ns)	cells after the start
after CTS	counter[14]	counter[11]	0.69	4
after global routing	counter[9]	counter[11]	0.55	4
final	counter[9]	counter[11]	0.69	4
Power is estimated from default activity; no workload was simulated.
