===== flow/run.sh =====
#!/bin/bash
# OpenROAD 26Q1-2900-gdf79404cd8, Yosys 0.63+post, stock flow scripts
make -C /OpenROAD-flow-scripts/flow DESIGN_CONFIG=/design/flow/config.mk WORK_HOME=/design/flow/orfs finish

===== flow/constraint.sdc =====
current_design display

set clk_period 21.1
set clk_io_pct 0.2

create_clock -name clk0 -period $clk_period [get_ports {clk}]

set non_clock_inputs [all_inputs -no_clocks]
set_input_delay [expr $clk_period * $clk_io_pct] -clock clk0 $non_clock_inputs
set_output_delay [expr $clk_period * $clk_io_pct] -clock clk0 [all_outputs]

===== flow/design.v =====
module display(
    input clk,
    input wire rst,        
	 input [191:0] serialized_board,  
	 input [5:0] cursor_loc,  
	 input [5:0] select_loc,  
	 input [27:0] legal_move,  
    output wire hsync,      
    output wire vsync,      
    output reg [7:0] red,    
    output reg [7:0] green,  
    output reg [7:0] blue,    
	 input red_win,
	 input white_win
);
wire [9:0] h_count;  
wire [9:0] v_count;  
vga_driver driver(
	.clk(clk), 
	.rst(rst),      
	.hsync(hsync),     
	.vsync(vsync),  
	.h_count(h_count),
	.v_count(v_count)
);
parameter h_front_porch = 16;
parameter h_sync_pulse = 96;
parameter h_back_porch = 48;
parameter h_total_pixels = 800;
parameter v_front_porch = 10;
parameter v_sync_pulse = 2;
parameter v_back_porch = 33;
parameter v_total_lines = 525;
parameter empty_space = 80;
wire display_active = (h_count >= h_sync_pulse + h_back_porch + empty_space) &&
                      (h_count < h_total_pixels - h_front_porch - empty_space) &&
                      (v_count >= v_sync_pulse + v_back_porch) &&
                      (v_count < v_total_lines - v_front_porch);
reg border_loc;
always @(*)
begin
	border_loc = (v_count <= v_sync_pulse + v_back_porch + 11) ||
					 (v_count >= v_total_lines - v_front_porch - 11)||
					 (h_count <= h_sync_pulse + h_back_porch + 11 + empty_space)||
					 (h_count >= h_total_pixels - h_front_porch - 11 - empty_space); 
end
reg [2:0] x_axis; 
reg [9:0] x_center;
always @ (*)
begin
	if ((h_count >= 236) && (h_count < 293)) begin
		x_axis = 3'd0; 
		x_center = 265;
	end else if (h_count < 350) begin
		x_axis = 3'd1; 
		x_center = 322;
	end else if (h_count < 407) begin
		x_axis = 3'd2;
		x_center = 379;
	end else if (h_count < 464) begin
		x_axis = 3'd3;
		x_center = 436;
	end else if (h_count < 521) begin
		x_axis = 3'd4;
		x_center = 493;
	end else if (h_count < 578) begin
		x_axis = 3'd5;
		x_center = 550;
	end else if (h_count < 635) begin
		x_axis = 3'd6;
		x_center = 607;
	end else begin
		x_axis = 3'd7;
		x_center = 664;
	end
end 
reg [2:0] y_axis;
reg [9:0] y_center;
always @ (*)
begin
	if ((v_count >= 47) && (v_count < 104)) begin
		y_axis = 3'd7; 
		y_center = 76;
	end else if (v_count < 161) begin
		y_axis = 3'd6;
		y_center = 133;
	end else if (v_count < 218) begin
		y_axis = 3'd5;
		y_center = 190;
	end else if (v_count < 275) begin
		y_axis = 3'd4;
		y_center = 247;
	end else if (v_count < 332) begin
		y_axis = 3'd3;
		y_center = 304;
	end else if (v_count < 389) begin
		y_axis = 3'd2;
		y_center = 361;
	end else if (v_count < 446) begin
		y_axis = 3'd1;
		y_center = 418;
	end else begin
		y_axis = 3'd0;
		y_center = 475;
	end
end 
wire is_black_square; 
assign is_black_square = ((y_axis + x_axis) % 2) == 0; 
wire is_in_big_circle = ((h_count - x_center) * (h_count - x_center) + (v_count - y_center) * (v_count - y_center)) <= (25 * 25);
wire is_in_small_circle = ((h_count - x_center) * (h_count - x_center) + (v_count - y_center) * (v_count - y_center)) <= (20 * 20);
wire draw_cursor = ({x_axis, y_axis} == cursor_loc) && ((h_count < x_center - 25) || (h_count > x_center + 25)
																		 || (v_count < y_center - 25) || (v_count > y_center + 25));  
wire draw_select = ({x_axis, y_axis} == select_loc);  
wire is_legal = ((legal_move[6] == 1) && ({x_axis, y_axis} == legal_move[5:0])) ||
					 ((legal_move[13] == 1) && ({x_axis, y_axis} == legal_move[12:7])) ||
					 ((legal_move[20] == 1) && ({x_axis, y_axis} == legal_move[19:14])) ||
					 ((legal_move[27] == 1) && ({x_axis, y_axis} == legal_move[26:21]));
wire[2:0] board[63:0];
genvar i;
generate for (i=0; i<64; i=i+1) begin: REWIRE_BOARD
	assign board[i] = serialized_board[i*3+2 : i*3];
end
endgenerate
always @(*) begin
	if (display_active) begin
		if (border_loc) begin
			red = 8'd150;  
         green =  8'd75;
			blue = 8'h00;
		end 
		else if (white_win == 1'b1) begin
			red = 8'd211;  
			green = 8'd211;
			blue = 8'd211;
		end
		else if (red_win == 1'b1) begin
			red = 8'd255;  
			green = 8'd127;
			blue = 8'd127;
		end
		else begin
			if (board[{x_axis, y_axis}] [2] == 1'b1) begin
				if (board[{x_axis, y_axis}] [1] == 1'b1) begin
					if (is_in_small_circle == 1'b1) begin
						if (board[{x_axis, y_axis}] [0] == 1'b1) begin
							red = 8'hFF;  
							green = 8'hFF;
							blue = 8'h00;
						end
						else begin
							red = 8'd255;  
							green = 8'd127;
							blue = 8'd127;
						end
					end
					else if (is_in_big_circle == 1'b1) begin
						red = 8'hFF;  
						green = 8'h00;
						blue = 8'h00;
					end else begin
						if (draw_select) begin  
							red = 8'h00;  
							green = 8'hFF;
							blue = 8'h00;
							if (draw_cursor) begin  
								red = 8'h00;  
								green = 8'h99;
								blue = 8'h00;
							end
						end
						else begin
							red = 8'h00;  
							green = 8'h00;
							blue = 8'h00;
							if (draw_cursor) begin  
								red = 8'h00;  
								green = 8'h99;
								blue = 8'h00;
							end
						end
					end
				end
				else begin
					if (is_in_small_circle == 1'b1) begin
						if (board[{x_axis, y_axis}] [0] == 1'b1) begin
							red = 8'd246;  
							green = 8'd190;
							blue = 8'd00;
						end
						else begin
							red = 8'd211;  
							green = 8'd211;
							blue = 8'd211;
						end
					end
					else if (is_in_big_circle == 1'b1) begin
						red = 8'hFF;  
						green = 8'hFF;
						blue = 8'hFF;
					end else begin
						if (draw_select) begin  
							red = 8'h00;  
							green = 8'hFF;
							blue = 8'h00;
							if (draw_cursor) begin  
								red = 8'h00;  
								green = 8'h99;
								blue = 8'h00;
							end
						end
						else begin
							red = 8'h00;  
							green = 8'h00;
							blue = 8'h00;
							if (draw_cursor) begin  
								red = 8'h00;  
								green = 8'h99;
								blue = 8'h00;
							end
						end
					end
				end
			end 
			else begin
				if (is_black_square == 1'b1) begin
					red = 8'h00;  
					green = 8'h00;
					blue = 8'h00;
					if (is_legal) begin
						if (is_in_small_circle == 1'b1) begin
							red = 8'd0;  
							green = 8'd0;
							blue = 8'd0;
						end else if (is_in_big_circle == 1'b1) begin
							red = 8'hFF;  
							green = 8'hFF;
							blue = 8'hFF;
						end
					end
					if (draw_cursor) begin  
						red = 8'h00;  
						green = 8'h99;
						blue = 8'h00;
					end
				end else begin
					red = 8'hFF;  
					green = 8'hFF;
					blue = 8'hFF;
					if (draw_cursor) begin  
						red = 8'h00;  
						green = 8'h99;
						blue = 8'h00;
					end
				end
			end
		end
   end else begin
		red = 8'h00;  
      green = 8'h00;
      blue = 8'h00;
   end
end
endmodule
module vga_driver (
    input wire clk,  
    input wire rst,        
    output reg hsync,      
    output reg vsync,      
	 output reg [9:0] h_count,
    output reg [9:0] v_count
);
    parameter h_sync_pulse = 96;
    parameter h_total_pixels = 800;
    parameter v_sync_pulse = 2;
    parameter v_total_lines = 525;
    always @(posedge clk or posedge rst) begin
        if (rst) begin
            h_count <= 0;
            v_count <= 0;
        end else begin
            if (h_count < h_total_pixels - 1) begin
                h_count <= h_count + 1;
            end else begin
                h_count <= 0;
                if (v_count < v_total_lines - 1) begin
                    v_count <= v_count + 1;
                end else begin
                    v_count <= 0;
                end
            end
        end
    end
    always @(*) begin
        hsync = ~(h_count < h_sync_pulse);
        vsync = ~(v_count < v_sync_pulse);
    end
endmodule

===== flow/config.mk =====
export PLATFORM = sky130hd
export DESIGN_NAME = display
export DESIGN_NICKNAME = display
export VERILOG_FILES = /design/flow/design.v
export SDC_FILE = /design/flow/constraint.sdc
export NUM_CORES = 4
export LEC_CHECK = 1
export CORE_UTILIZATION = 30

==> flow_metrics.tcl <==
# collected from the flow reports
set metrics [dict create \
    io_pins 262 \
    area_delta_synth_final_pct 23.5 \
    cts_max_path_buffers 2 \
    syn-instance-count 1891 \
    core.rowCount 82 \
    ys_area_mm2 0.0153 \
    crit_buf_inv 6 \
    dp.cells 2800 \
    irDropWorstVdd_mv 0.0211 \
    async_flop_share_pct 100 \
    criticalPathCategory "reg2out" \
    ys_sh_adder_pct 45.0 \
    wl_um 56700 \
    ys_sh_simple_pct 16.1 \
    drive_above_1_share_pct 3.75 \
    port_buffers 261 \
    slowest_delay_ps 620 \
    numCtsBuffers 3 \
    leakage_uw 0.00860 \
    cap_violations 0 \
    synth_flop_count 20 \
    postCtsSetupBuffers 0 \
    drtIter0Drc 1247 \
    hold_buffers 0 \
    fp_util_pct 30.5 \
    antenna_found_initial 3 \
    vias 14677 \
    dpl.hpwl_um 48800 \
    synthAoiAreaFrac_pct 18.6 \
    period_used_pct 86.7 \
    grt_pass1_wl_um 88100 \
    drt_pre_antenna_iters 6 \
    cp_top_family "adder cells" \
    chipArea_mm2 0.0520 \
    switching_share_pct 22.6 \
    ys_sh_mux_pct 0.760 \
    path_max_fanout 18 \
    synth_top_area_share_pct 32.0 \
    cts_sinks 20 \
    h-tree-depth 1 \
    powerDensity_mw_per_mm2 7.29 \
    end_kind "output port" \
    flop_cell "dfrtp_1" \
    grt_use_total_pct 22.7 \
    period_minus_slack_ps 18300 \
    synth-xor-area-share_pct 5.35 \
    finalHoldViolations 0 \
    top_area_cell "fa_1" \
    die_w_um 228 \
    logic_family "adder cells" \
    syn_avg_cell_area_um2 8.10 \
    max_slew_margin_pct 35.9 \
    startpoint_type "flop" \
    grt_pass1_vias 14858 \
    crit_top_cell "fa_1" \
    worstPathRequired_ps 16880 \
    overflow 0 \
    edf_count 0 \
    synth_top_cell_by_count "inv_1" \
    path_clk_slew_ps 50 \
    grt_max_degree 39 \
    finalClockSkew_ps 3.69 \
    setup_violations 0 \
    die_h_um 228 \
    ys_cells 1891 \
    slowest_stage "nor2_1" \
    fin_cells 2805 \
    cts_tree "yes" \
    syn_area_mm2 0.0153 \
    cts_root_buffer "clkbuf_16" \
    tightest_slew_ps 952 \
    wl_per_cell_um 20.2 \
    p_int_uw 107 \
    yosys_warnings 2 \
    common_cells "inv_1, fa_1, ha_1, nand2_1, nor2_1" \
    fin_setup_tns_ps 0 \
    core-area_mm2 0.0503 \
    netlist_top_cells_area "fa_1, ha_1, inv_1" \
    vias_per_cell 5.23 \
    place.gp.congestion 1.06 \
    switchingPower_uw 31.1 \
    ctsResizeCount 0 \
    grt_setup_unrepaired "no" \
    fmax_mhz 54.6 \
    hold_class "reg2reg" \
    insertion_delay_ps 250 \
    drcViolationCount 0 \
    worstPathArrival_ps 14080 \
    pwr-share-seq_pct 27.8 \
    combPwrFrac_pct 44.6 \
    status "finished, final reports clean" \
    slew_viol_final 0 \
    ant_nets 0 \
    ys_seq_share_pct 3.27 \
    synth_cell_types 86 \
    pwr-share-clk_pct 27.5 \
    tool_warnings 46 \
]
## through the flow
step                      instance area, µm²  total power [µW]  setup WS [ps]  hold slack (ps)  util, %
after CTS                              18900               138           2830              551     37.6
final                                  18900               138           2800              553     37.6
after floorplan                        15300              48.4           5020              498        -
after detailed placement               18800              99.7           3110              535     37.5
after global routing                   18900               144           1730              571     37.6
after global placement                 18800               100           3380              534     37.5
## cells in the final DEF, fill, tap and decap left out, drive strengths merged, types with 6 or more instances in the layout
master / Yosys / final
mux2i: 6 / 6
xor2: 21 / 21
nand4: 33 / 33
xnor2: 70 / 70
nand2b: 23 / 23
o31ai: 9 / 9
o21ai: 79 / 79
nor2b: 13 / 13
a32oi: 12 / 12
buf: 23 / 45
nor4: 15 / 15
inv: 360 / 360
o21bai: 8 / 8
nor2: 140 / 140
dfrtp: 20 / 20
a21o: 32 / 32
o2111ai: 9 / 9
o211ai: 18 / 18
or2: 7 / 7
ha: 159 / 159
and3: 11 / 11
a21oi: 77 / 77
a222oi: 7 / 7
o22ai: 10 / 10
fa: 245 / 245
nand3: 54 / 54
nand2: 149 / 149
clkdlybuf4s50: 0 / 261
o21a: 20 / 20
and2: 21 / 21
a22oi: 19 / 19
a31oi: 26 / 26
nor3: 29 / 29
a211oi: 14 / 14
## worst reg2reg max path: stages (launching register included)
cell,delay (ps)
dfrtp_1,560
ha_1,380
nand2_1,140
nor2_1,220
o311a_1,610
nand2b_1,310
nor4_1,320
a21o_1,120
## layout make-up
class / instances / area (µm²)
Sequential cell: 20 / 500
Multi-Input combinational cell: 1437 / 13200
Fill cell: 5070 / 31400
Antenna cell: 2 / 5.00
Clock buffer: 3 / 75.1
Timing Repair Buffer: 306 / 2950
Inverter: 365 / 1370
Tap cell: 672 / 841
## logic make-up after synthesis
family                     Yosys count
and+or+nand+nor                    517
xor gates and xnor gates            92
other                                1
adders and majority gates          404
buffers and inverters              435
muxes                               11
AOI/OAI and AO/OA                  411
DFF                                 20
## power groups by stage
stage                 logic, µW  clock network, µW  registers [µW]
final                      61.6               38.0            38.4
after global routing       64.5               41.6            38.3
after CTS                  61.0               38.8            38.4
## worst paths after layout
| check | startpoint | end | slack (ps) | cells after the start |
|---|---|---|---|---|
| worst max-delay path | driver.v_count[5] | blue[0] | 2800 | 40 |
| worst min-delay path | driver.v_count[0] | driver.v_count[0] | 550 | 1 |
| worst max register to register | driver.h_count[1] | driver.v_count[8] | 18380 | 7 |
| worst min register to register | driver.v_count[0] | driver.v_count[0] | 550 | 1 |
| max in group asynchronous | rst | driver.v_count[7] | 16090 | 2 |
| min in group asynchronous | rst | driver.h_count[9] | 4460 | 2 |
## registers in the layout, indices dropped and copies added, names as in the netlist
register,cells
driver.v_count,10
driver.h_count,10
## routing by layer
layer  global-route usage, %  vias to the layer above  wire length [µm]
met4                    2.85                        2               851
met1                    34.4                     7290             25300
li1                        -                     6820                 -
met2                    34.8                      499             26200
met5                       0                        -                 9
met3                    5.17                       66              4320
No activity file was given, so power comes from the tool's default toggle rates.
